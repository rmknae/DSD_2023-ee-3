==> /design/flow/design.v <==
module lab5_seven_segment_behavioral(
    input logic [2:0] sel,
    input logic [3:0] num,
    output logic A, B, C, D, E, F, G, DP,
    output logic [7:0] AN
);
    always_comb begin
        case (num)
            4'b0000: {A, B, C, D, E, F, G} = 7'b0000001;
            4'b0001: {A, B, C, D, E, F, G} = 7'b1001111;
            4'b0010: {A, B, C, D, E, F, G} = 7'b0010010;
            4'b0011: {A, B, C, D, E, F, G} = 7'b0000110;
            4'b0100: {A, B, C, D, E, F, G} = 7'b1001100;
            4'b0101: {A, B, C, D, E, F, G} = 7'b0100100;
            4'b0110: {A, B, C, D, E, F, G} = 7'b0100000;
            4'b0111: {A, B, C, D, E, F, G} = 7'b0001111;
            4'b1000: {A, B, C, D, E, F, G} = 7'b0000000;
            4'b1001: {A, B, C, D, E, F, G} = 7'b0000100;
            4'b1010: {A, B, C, D, E, F, G} = 7'b0001000;
            4'b1011: {A, B, C, D, E, F, G} = 7'b1100000;
            4'b1100: {A, B, C, D, E, F, G} = 7'b0110001;
            4'b1101: {A, B, C, D, E, F, G} = 7'b1000010;
            4'b1110: {A, B, C, D, E, F, G} = 7'b0110000;
            4'b1111: {A, B, C, D, E, F, G} = 7'b0111000;
            default: {A, B, C, D, E, F, G} = 7'b1111111; 
        endcase
    end
    assign DP = 0;
    always_comb begin
        case (sel)
            3'b000: AN = 8'b11111110;
            3'b001: AN = 8'b11111101;
            3'b010: AN = 8'b11111011;
            3'b011: AN = 8'b11110111;
            3'b100: AN = 8'b11101111;
            3'b101: AN = 8'b11011111;
            3'b110: AN = 8'b10111111;
            3'b111: AN = 8'b01111111;
            default: AN = 8'b11111111; 
        endcase
    end
endmodule
==> /design/flow/run.sh <==
#!/bin/bash
# OpenROAD 26Q1-2900-gdf79404cd8, Yosys 0.63+post, stock flow scripts
make -C /OpenROAD-flow-scripts/flow DESIGN_CONFIG=/design/flow/config.mk WORK_HOME=/design/flow/orfs finish
==> /design/flow/config.mk <==
export PLATFORM = sky130hd
export DESIGN_NAME = lab5_seven_segment_behavioral
export DESIGN_NICKNAME = lab5_seven_segment_behavioral
export VERILOG_FILES = /design/flow/design.v
export SDC_FILE = /design/flow/constraint.sdc
export NUM_CORES = 4
export LEC_CHECK = 1
export CORE_AREA = 10 10 70 70
export DIE_AREA = 0 0 80 80
==> /design/flow/constraint.sdc <==
current_design lab5_seven_segment_behavioral

set clk_period 2.3
set clk_io_pct 0.2

create_clock -name clk0 -period $clk_period

set non_clock_inputs [all_inputs -no_clocks]
set_input_delay [expr $clk_period * $clk_io_pct] -clock clk0 $non_clock_inputs
set_output_delay [expr $clk_period * $clk_io_pct] -clock clk0 [all_outputs]
==> impl_metrics.ini <==
; generated from flow reports
[run_status]
status = finished clean

[worst_setup_path]
cp_common_cell = sky130_fd_sc_hd__clkdlybuf4s50_1
worst_path_max_delay_cell = sky130_fd_sc_hd__clkdlybuf4s50_1
critPathRequiredTime_ns = 1.84
timing_worst_setup_path_type = input pin to output pin
cp-end-kind = output pin
timing.critical_path.arrival_ns = 1.73
timing.critical_path.fanout_max = 4
critical_path.startpoint_type = input pin
slowest_stage_delay_on_critical_path_ns = 0.51
worstPathCellList = clkdlybuf4s50_1, or3b_1, clkdlybuf4s50_1

[power]
power_density_mw_per_mm2 = 146
ir_drop_mv = 0.0378
p_switching_mw = 0.0366
proportion_of_power_drawn_by_combinational_gates_pct = 100.0
internal_power_mw = 0.0636
clkPwrFrac_pct = 0
seq_power_share_pct = 0
p_leak_nw = 0.327
power.switching_fraction_pct = 36.5

[route]
wirelength_um = 1090
diodes = 0
drt.antenna.violating_nets = 0
vias = 399
count_of_tritonroute_iterations_in_the_first_routing_pass = 2
routed_wire_per_std_cell_um = 9.13
post_drt_via_cell_ratio = 3.35
post-route-drc-count = 0
initialDrtViolationCount = 4

[logic_synthesis]
ys_chip_area_um2 = 339
area_leaders = sky130_fd_sc_hd__ha_1 26%, sky130_fd_sc_hd__mux2i_1 18%, sky130_fd_sc_hd__mux4_2 6.6%
postSynthCellCount = 44
netlist.top_cell.by_area = sky130_fd_sc_hd__ha_1
synth.avg_cell_area_um2 = 7.71
yosys_warnings = 1
synth-seq-area-share_pct = 0
ys_cells = 44
post_synth_num_cell_types = 19
top_cell_area_share_pct = 25.8
syn_area_um2 = 339

[timing]
final_max_slew_viol_count = 0
final_hold_viol_count = 0
final_min_period_over_clock_period_pct = 95.1
timing.final.setup_violations = 0
finalWorstSetupSlack_ns = 0.112
hold_ws_ns = 1.54
timing.final.crit_period_ns = 2.19
max_freq_ghz = 0.457
unrepaired_setup_endpoints_after_global_routing = false

[finish]
finalCoreUtilization_pct = 20.1
final-instance-count-excl-fill = 119
finish.instance_area_um2 = 687
area_growth_syn_to_layout_pct = 103
final_common_cell = sky130_fd_sc_hd__clkdlybuf4s50_1
sequential_cell_area_um2 = 0
numSequentialCells = 0
final_layout_size_suffix_gt1_share_pct = 24.7
num-clock-buffers = 0
layout_top_cells = 13 x sky130_fd_sc_hd__clkdlybuf4s50_1, 8 x sky130_fd_sc_hd__buf_4, 6 x sky130_fd_sc_hd__mux2i_1, 6 x sky130_fd_sc_hd__nor2_1

[placement]
place_inst = 119
gp_congestion = 0.762
place_hpwl_um = 968
place.port_buffers = 22
placement.cell_area_um2 = 669
dp_worst_setup_slack_ns = -0.380

[die]
io-pin-count = 23
die.size.x_um = 80
chip_area_mm2 = 0.00640
initial_utilization_pct = 9.93
core.rowCount = 21
floorplan.die.height_um = 80
floorplan.core_area_mm2 = 0.00342

[grt]
globalRouteOverflowTotal = 0
global_route_wire_length_before_repair_um = 1660
first_global_vias = 377
pin_count_of_the_biggest_net_entering_global_routing = 10
antenna_found_initial = 0
grt_use_total_pct = 3.01

[min_path]
worstHoldPathType = input pin to output pin

[clock_tree]
cts_hold_repair.buffers = 0
post-cts-setup-buffers = 0

[run]
cap_violations = 0
warning_count = 39
## critical path: cells and delay by family
family	cells	cell delay, ns
buffers and inverters	2	0.93
and+or+nand+nor	1	0.35
## power by group through the flow
stage | Clock [mW] | Combinational (mW) | Sequential [mW]
6_report | 0 | 0.100 | 0
5_1_grt | 0 | 0.112 | 0
4_1_cts | 0 | 0.102 | 0
## path summary, 6_finish.rpt
kind                  startpoint    end  slack (ns)  depth (start not counted)
worst max-delay path      sel[2]  AN[4]        0.11                          3
worst min-delay path      num[3]      D        1.54                          3
## timing repair
action,in CTS,in global routing
gates cloned,0,0
setup endpoints to repair,7,6
pin swaps,0,0
gates resized,11,10
## logic make-up (layout without fill, tap and decap cells)
family | count (synthesis) | in the layout | share of synthesized area (%)
buffers and inverters | 6 | 35 | 9.96
other | 1 | 1 | 1.11
AOI/OAI and AO/OA | 6 | 6 | 11.1
muxes | 7 | 7 | 24.4
and+or+nand+nor | 17 | 17 | 27.7
adders and majority gates | 7 | 7 | 25.8
## area by class of cell
cell class                 instances  area, um^2
fill                             380        2730
multi-input combinational         38         323
timing repair buffer              32         295
tap                               46        57.6
inverter                           3        11.3
## per-layer routing
metal / track usage, % / share of wire, % / vias to the layer above
li1: - / - / 211
met4: 0 / 0 / 0
met1: 2.78 / 35 / 175
met2: 6.18 / 53 / 13
met5: 0 / 0 / -
met3: 1.25 / 12 / 0
## cell usage after synthesis
library cell	instances
sky130_fd_sc_hd__nand2b_1	2
sky130_fd_sc_hd__inv_1	3
sky130_fd_sc_hd__o211ai_1	1
sky130_fd_sc_hd__ha_1	7
sky130_fd_sc_hd__o21ai_1	2
sky130_fd_sc_hd__nor2_1	6
sky130_fd_sc_hd__mux2i_1	6
sky130_fd_sc_hd__or3_1	1
sky130_fd_sc_hd__conb_1	1
sky130_fd_sc_hd__a32o_1	1
sky130_fd_sc_hd__buf_6	1
sky130_fd_sc_hd__clkbuf_1	1
sky130_fd_sc_hd__a21oi_1	2
sky130_fd_sc_hd__or3b_1	2
sky130_fd_sc_hd__nand3b_1	3
sky130_fd_sc_hd__mux4_2	1
sky130_fd_sc_hd__nand3_1	1
sky130_fd_sc_hd__nand2_1	2
sky130_fd_sc_hd__buf_4	1
## through the flow
stage | power, mW | TNS, ns
6_report | 0.100 | 0
5_1_grt | 0.112 | 0
4_1_cts | 0.102 | -0.158
3_5_place_dp | 0.105 | -1.95
3_3_place_gp | 0.104 | -1.81
2_1_floorplan | 0.0358 | 0
Power figures rest on the tool's default switching activity, not on a simulated workload.

==> design/flow/design.v <==
module seven_segment_lab7(
input logic clk,
input logic reset,
input logic write,
input logic [3:0] num,
input logic [2:0] sel,
output logic [6:0] cathode,
output logic [7:0] anode,
 output logic dp
);
logic [16:0] new_clk;
logic [2:0] fast_selector;
logic [2:0] new_selector;
logic [3:0] registers [0:7];
logic [3:0] number_from_mux;
 logic en [0:7];
assign dp = 1;
always_ff @(posedge clk) begin
   if (reset) 
    new_clk <= 17'b00000000000000000;
   else if (new_clk == 17'b11111111111111111)
    new_clk <= 17'b00000000000000000;
   else if (write)
    new_clk <= 17'b00000000000000000;
   else 
     new_clk <= new_clk + 1 ;
end
always_ff @(posedge new_clk[16]) begin 
 if (reset) 
    fast_selector <= 3'b000;
 else if (write)
    fast_selector <= 3'b000;
else if (fast_selector == 3'b111)
   fast_selector <= 3'b000;
else 
   fast_selector <= fast_selector + 1;
end
always_comb begin 
  if (write)
    new_selector = sel;
  else 
    new_selector = fast_selector;
end
always_comb begin
    case (new_selector)
                3'b000 : anode = 8'b11111110;
                3'b001 : anode = 8'b11111101;
                3'b010 : anode = 8'b11111011;
                3'b011 : anode = 8'b11110111;
                3'b100 : anode = 8'b11101111;
                3'b101 : anode = 8'b11011111;
                3'b110 : anode = 8'b10111111;
                3'b111 : anode = 8'b01111111;
    endcase
end
always_comb begin
        for (int i = 0; i < 8; i++) 
            en[i] = (write & ~anode[i]);   
    end
always_ff @(posedge clk) begin
        if (reset) begin
            for (int i = 0; i < 8; i++) 
                registers[i] <= 4'b0000;
        end 
        else begin
            for (int i = 0; i < 8; i++) begin
                if (en[i]) 
                    registers[i] <= num;  
            end
        end
    end
always_comb begin 
    case(new_selector)
         3'b000: number_from_mux = registers[new_selector];
         3'b001: number_from_mux = registers[new_selector];
         3'b010: number_from_mux = registers[new_selector];
         3'b011: number_from_mux = registers[new_selector];
         3'b100: number_from_mux = registers[new_selector];
         3'b101: number_from_mux = registers[new_selector];
         3'b110: number_from_mux = registers[new_selector];
         3'b111: number_from_mux = registers[new_selector];
    endcase
end  
always_comb begin
case (number_from_mux)
         4'b0000 : cathode = 7'b0000001;
            4'b0001 : cathode = 7'b1001111;
            4'b0010 : cathode = 7'b0010010;
            4'b0011 : cathode = 7'b0000110;
            4'b0100 : cathode = 7'b1001100;
            4'b0101 : cathode = 7'b0100100;
            4'b0110 : cathode = 7'b0100000;
            4'b0111 : cathode = 7'b0001111;
            4'b1000 : cathode = 7'b0000000;
            4'b1001 : cathode = 7'b0000100;
            4'b1010 : cathode = 7'b0001000;
            4'b1011 : cathode = 7'b1100000;
            4'b1100 : cathode = 7'b0110001;
            4'b1101 : cathode = 7'b1000010;
            4'b1110 : cathode = 7'b0110000;
            4'b1111 : cathode = 7'b0111000; 
endcase
end
endmodule
==> design/flow/run.sh <==
#!/bin/bash
# OpenROAD 26Q1-2900-gdf79404cd8, Yosys 0.63+post, stock flow scripts
make -C /OpenROAD-flow-scripts/flow DESIGN_CONFIG=/design/flow/config.mk WORK_HOME=/design/flow/orfs finish
==> design/flow/config.mk <==
export PLATFORM = sky130hd
export DESIGN_NAME = seven_segment_lab7
export DESIGN_NICKNAME = seven_segment_lab7
export VERILOG_FILES = /design/flow/design.v
export SDC_FILE = /design/flow/constraint.sdc
export NUM_CORES = 4
export LEC_CHECK = 1
export CORE_UTILIZATION = 30
==> design/flow/constraint.sdc <==
current_design seven_segment_lab7

set clk_period 4.0
set clk_io_pct 0.2

create_clock -name clk0 -period $clk_period [get_ports {clk}]

set non_clock_inputs [all_inputs -no_clocks]
set_input_delay [expr $clk_period * $clk_io_pct] -clock clk0 $non_clock_inputs
set_output_delay [expr $clk_period * $clk_io_pct] -clock clk0 [all_outputs]
==> insert_results.sql <==
-- generated from flow reports
INSERT INTO impl_metrics (metric_group, metric, value, unit) VALUES
('outcome', 'status', 'completed', ''),
('cts', 'clk-insertion-delay-late', '0.29', 'ns'),
('cts', 'tritoncts', 'yes', ''),
('synth', 'count_of_flip_flops_with_a_built_in_enable_after_synthesis', '0', ''),
('final_timing', 'finalClockSkew', '0.00111', 'ns'),
('global_route', 'number_of_antenna_violations_at_the_first_check_in_global_routing', '0', ''),
('synth', 'synthCells', '307', ''),
('synth', 'ys_sh_simple', '20.6', '%'),
('critical_path', 'crit_required', '3.20', 'ns'),
('placement', 'globalplace.congestion', '0.832', ''),
('synth', 'synth_largest_type_area_fraction', '36.9', '%'),
('final_timing', 'worst_pin_slew', '0.790', 'ns'),
('critical_path', 'crit_chain', 'clkbuf_2 -> buf_6 -> and3b_1 -> or2_4 -> a221o_1 -> a221o_1 -> o21a_1 -> buf_6 -> inv_2 -> ha_4 -> buf_4 -> nor3b_1 -> a211oi_2 -> buf_2', ''),
('route', 'top_signal_layer_used', 'met4', ''),
('synth', 'yosys_register_bits', '52', ''),
('final_timing', 'final_period_minus_worst_setup_slack', '3.87', 'ns'),
('die', 'io-pin-count', '26', ''),
('route', 'postRouteWirelength', '6150', 'µm'),
('cts', 'clk_pin_slew', '0.08', 'ns'),
('power_and_ir_drop', 'power-per-cell-area', '276', 'nW/µm²'),
('synth', 'xor_area_share', '4.35', '%'),
('synth', 'netlist_top_cells_area', 'sky130_fd_sc_hd__dfxtp_1, sky130_fd_sc_hd__mux2i_1, sky130_fd_sc_hd__nor2_1', ''),
('critical_path', 'critPathArrivalTime', '3.07', 'ns'),
('global_route', 'grt_start_max_net_pins', '36', ''),
('synth', 'yosys-mux-area-fraction', '17.7', '%'),
('critical_path', 'worst_path_largest_cell_delay', '0.37', 'ns'),
('synth', 'yosys_warnings', '3', ''),
('final_timing', 'fin_crit_sh', '96.8', '%'),
('power_and_ir_drop', 'leak', '1.57', 'nW'),
('route', 'vias', '2239', ''),
('route', 'met2_length', '2660', 'µm'),
('global_route', 'grt_overflow_total', '0', ''),
('critical_path', 'worstPathMaxFanout', '8', ''),
('critical_path', 'setup.worst_path.end_class', 'output port', ''),
('die', 'chip_area', '9780', 'µm²'),
('final_timing', 'untimed_endpoints', '3', ''),
('final_timing', 'finalSetupViolations', '0', ''),
('die', 'floorplan.rows', '34', ''),
('run', 'timing.max_cap.violations', '0', ''),
('synth', 'flop_cell', 'sky130_fd_sc_hd__dfxtp_1', ''),
('run', 'openroad.warnings', '30', ''),
('critical_path', 'critPathLaunchType', 'input pin', ''),
('placement', 'pre_cts_setup_slack', '-0.558', 'ns'),
('cells_and_area', 'seq_area', '1040', 'µm²'),
('global_route', 'first_global_vias', '2166', ''),
('route', 'drtIter0Drc', '69', ''),
('final_timing', 'max_slew_margin', '46.9', '%'),
('synth', 'mappedNetlistArea', '2820', 'µm²'),
('synth', 'synth-compound-area-share', '10.4', '%'),
('route', 'post_drt_via_cell_ratio', '4.74', ''),
('cts', 'cts.root.buffer_cell', 'sky130_fd_sc_hd__clkbuf_8', ''),
('synth', 'synth.distinct_cells', '51', ''),
('final_timing', 'finalHoldViolations', '0', ''),
('cells_and_area', 'final.fill_count', '822', ''),
('synth', 'yosysChipArea', '2820', 'µm²'),
('route', 'detail_route.wl_per_cell', '13.0', 'µm'),
('synth', 'yosys.area.top_type', 'sky130_fd_sc_hd__dfxtp_1', ''),
('placement', 'post-dp-hpwl', '4410', 'µm'),
('global_route', 'grtUsageTotal', '13.4', '%'),
('synth', 'fraction_of_the_mapped_netlist_area_in_adder_cells', '4.44', '%'),
('cts', 'clock_path_buffers', '2', ''),
('cts', 'h-tree-depth', '2', ''),
('cells_and_area', 'synthToLayoutAreaGrowth', '29.9', '%'),
('critical_path', 'worst_path_max_delay_cell', 'sky130_fd_sc_hd__a221o_1', ''),
('synth', 'logic_family', 'simple AND/OR/NAND/NOR gates', ''),
('route', 'count_of_unresolved_drc_violations_after_routing', '0', ''),
('cells_and_area', 'finalCoreUtilization', '41.2', '%'),
('final_timing', 'unclocked_regs', '3', ''),
('final_timing', 'maxClockFrequency', '258', 'MHz'),
('route', 'antennaDiodeCount', '0', ''),
('route', 'route.met3.wl', '165', 'µm');
-- cell families after synthesis --
kind of cell               after synthesis
adders and majority gates               10
xor gates and xnor gates                14
buffers and inverters                   30
AOI/OAI and AO/OA                       35
other                                    1
muxes                                   47
DFF                                     52
and+or+nand+nor                        118
-- layout make-up --
type	count	area share (%)
inverters	8	0.821
clock inverters	1	0.205
repair buffers	72	17.1
flip-flops and latches	52	28.4
multi-input cells	225	47.5
clock buffers	6	2.26
well taps	108	3.69
-- repair_timing --
action	CTS	global route
setup buffers	10	2
setup endpoints to repair	7	7
resized	31	17
hold buffers	0	0
hold endpoints to repair	0	0
pin swaps	11	9
-- cells in the mapped netlist, types with 2 or more instances --
cell and count:
sky130_fd_sc_hd__xnor2_1 6, sky130_fd_sc_hd__o21ai_0 8, sky130_fd_sc_hd__nor3b_1 6, sky130_fd_sc_hd__nor2b_1 3, sky130_fd_sc_hd__o22ai_1 2, sky130_fd_sc_hd__nor2_1 55
sky130_fd_sc_hd__inv_1 8, sky130_fd_sc_hd__or3_1 2, sky130_fd_sc_hd__ha_1 10, sky130_fd_sc_hd__nand4_1 3, sky130_fd_sc_hd__mux2_4 2, sky130_fd_sc_hd__nand2_1 13
sky130_fd_sc_hd__a221o_1 3, sky130_fd_sc_hd__nand3_1 11, sky130_fd_sc_hd__nand2b_1 2, sky130_fd_sc_hd__nor3_1 5, sky130_fd_sc_hd__dfxtp_1 52, sky130_fd_sc_hd__and2_1 4
sky130_fd_sc_hd__o31ai_1 2, sky130_fd_sc_hd__o21a_1 2, sky130_fd_sc_hd__and3b_1 4, sky130_fd_sc_hd__xor2_1 8, sky130_fd_sc_hd__mux2i_1 42, sky130_fd_sc_hd__buf_2 5
sky130_fd_sc_hd__clkbuf_1 12, sky130_fd_sc_hd__buf_6 4, sky130_fd_sc_hd__and3_1 4, sky130_fd_sc_hd__a21oi_1 6
-- stage by stage --
step	TNS [ns]	hold WS [ns]	instance area, µm²	cells	power, W
2_1_floorplan	0	0.430	2820	307	0.000619
3_3_place_gp	-3.47	0.443	3370	455	0.000704
3_5_place_dp	-3.66	0.468	3370	455	0.000706
4_1_cts	-0.191	0.489	3620	472	0.00102
5_1_grt	-0.00244	0.508	3660	472	0.00106
6_report	0	0.482	3660	472	0.00101
-- final timing paths --
check | end | slack, ns | start | cells after the start
worst max-delay path | cathode[6] | 0.13 | write | 14
worst min-delay path | new_clk[0] | 0.48 | new_clk[0] | 1
worst max register to register | new_clk[15] | 1.78 | new_clk[0] | 7
worst min register to register | new_clk[0] | 0.48 | new_clk[0] | 1
-- per-layer routing --
layer  vias up  track usage (%)
met5         -                0
met4         0             1.38
met3         6             1.23
met2        34             20.8
met1      1027             21.4
li1       1172                -
-- placed cells by master (no fill, tap or decap), types with 4 or more instances in the layout --
master                            count
sky130_fd_sc_hd__xnor2_1              6
sky130_fd_sc_hd__and2_1               4
sky130_fd_sc_hd__nand2_1             13
sky130_fd_sc_hd__nand3_1             10
sky130_fd_sc_hd__clkdlybuf4s50_1     13
sky130_fd_sc_hd__dfxtp_1             52
sky130_fd_sc_hd__ha_4                 4
sky130_fd_sc_hd__inv_1                6
sky130_fd_sc_hd__and3b_1              4
sky130_fd_sc_hd__buf_6                5
sky130_fd_sc_hd__dlygate4sd2_1        4
sky130_fd_sc_hd__ha_1                 5
sky130_fd_sc_hd__mux2i_1             40
sky130_fd_sc_hd__nor3b_1              5
sky130_fd_sc_hd__buf_4               41
sky130_fd_sc_hd__nor3_1               5
sky130_fd_sc_hd__clkbuf_8             6
sky130_fd_sc_hd__nor2_1              55
sky130_fd_sc_hd__o21ai_0              8
sky130_fd_sc_hd__xor2_1               8
-- flip-flops by register name, summed over array words and instances, names as in the netlist --
signal	count
registers	32
new_clk	17
fast_selector	3
-- critical path, delay by kind of cell --
| family | cells | cell delay [ns] |
|---|---|---|
| AOI/OAI and AO/OA | 4 | 1.03 |
| buffers and inverters | 6 | 0.60 |
| and+or+nand+nor | 3 | 0.50 |
| adders and majority gates | 1 | 0.12 |
-- power breakdown --
| group | leakage (nW) | switching, W | internal (W) | total, W |
|---|---|---|---|---|
| registers | 0.420 | 0.00000408 | 0.000494 | 0.000498 |
| logic | 1.10 | 0.0000975 | 0.000120 | 0.000217 |
| clock network | 0.0433 | 0.000157 | 0.000137 | 0.000294 |
| total | 1.57 | 0.000259 | 0.000751 | 0.00101 |
No activity file was given, so power comes from the tool's default toggle rates.

$ cat ./run.sh
#!/bin/bash
# OpenROAD 26Q1-2900-gdf79404cd8, Yosys 0.63+post, stock flow scripts
make -C /OpenROAD-flow-scripts/flow DESIGN_CONFIG=/design/flow/config.mk WORK_HOME=/design/flow/orfs finish
$ cat ./config.mk
export PLATFORM = sky130hd
export DESIGN_NAME = lab5_seven_segment_structural
export DESIGN_NICKNAME = lab5_seven_segment_structural
export VERILOG_FILES = /design/flow/design.v
export SDC_FILE = /design/flow/constraint.sdc
export NUM_CORES = 4
export LEC_CHECK = 1
export CORE_AREA = 10 10 70 70
export DIE_AREA = 0 0 80 80
$ cat ./constraint.sdc
current_design lab5_seven_segment_structural

set clk_period 2.1
set clk_io_pct 0.2

create_clock -name clk0 -period $clk_period

set non_clock_inputs [all_inputs -no_clocks]
set_input_delay [expr $clk_period * $clk_io_pct] -clock clk0 $non_clock_inputs
set_output_delay [expr $clk_period * $clk_io_pct] -clock clk0 [all_outputs]
$ cat ./design.v
module lab5_seven_segment_structural(
    input logic [2:0] sel,
    input logic [3:0] num,
    output logic A, B, C, D, E, F, G, DP,
    output logic [7:0] AN
);
    assign A = (~num[3] & ~num[2] & ~num[1] & num[0]) | 
               (~num[3] & num[2] & ~num[1] & ~num[0]) | 
               (num[3] & num[2] & ~num[1] & num[0]) | 
               (num[3] & ~num[2] & num[1] & num[0]);
    assign B = (num[3] & num[2] & ~num[0]) | 
               (~num[3] & num[2] & ~num[1] & num[0]) | 
               (num[3] & num[1] & num[0]) | 
               (num[2] & num[1] & ~num[0]);
    assign C = (num[3] & num[2] & ~num[0]) | 
               (num[3] & num[2] & num[1]) | 
               (~num[3] & ~num[2] & num[1] & ~num[0]);
    assign D = (~num[3] & ~num[2] & ~num[1] & num[0]) | 
               (~num[3] & num[2] & ~num[1] & ~num[0]) | 
               (num[3] & ~num[2] & num[1] & ~num[0]) | 
               (num[2] & num[1] & num[0]);
    assign E = (~num[3] & num[2] & ~num[1]) | 
               (~num[3] & num[0]) | 
               (~num[2] & ~num[1] & num[0]);
    assign F = (~num[3] & ~num[2] & num[1]) | 
               (~num[3] & num[1] & num[0]) | 
               (num[3] & num[2] & ~num[1] & num[0]) | 
               (~num[3] & ~num[2] & num[0]);
    assign G = (num[3] & num[2] & ~num[1] & ~num[0]) | 
               (~num[3] & num[2] & num[1] & num[0]) | 
               (~num[3] & ~num[2] & ~num[1]);
    assign DP = 0; 
    assign AN[0] = ~((~sel[2]) & (~sel[1]) & (~sel[0]));
    assign AN[1] = ~((~sel[2]) & (~sel[1]) & ( sel[0]));
    assign AN[2] = ~((~sel[2]) & ( sel[1]) & (~sel[0]));
    assign AN[3] = ~((~sel[2]) & ( sel[1]) & ( sel[0]));
    assign AN[4] = ~(( sel[2]) & (~sel[1]) & (~sel[0]));
    assign AN[5] = ~(( sel[2]) & (~sel[1]) & ( sel[0]));
    assign AN[6] = ~(( sel[2]) & ( sel[1]) & (~sel[0]));
    assign AN[7] = ~(( sel[2]) & ( sel[1]) & ( sel[0]));
endmodule
==> flow_metrics.tcl <==
# implementation run metrics
set metrics [dict create \
    outcome "finished clean" \
    lay_top_count "buf_4" \
    fp_util_pct 8.64 \
    grt_max_degree 14 \
    seqCellArea_sq_um 0 \
    cap_viol_max_count 0 \
    drc 0 \
    drt_iter0_markers 7 \
    crit_family "buffers and inverters" \
    syn_area_sq_um 295 \
    die_h_microns 80 \
    p_total_uw 117 \
    grt_use_met1_pct 4.75 \
    synth_warnings 0 \
    drt-vias-per-instance 3.47 \
    layout-area-overhead-vs-synth_pct 139 \
    wirelength_microns 1190 \
    vdd_drop_max_v 0.0000726 \
    slew_violations 0 \
    min_from "num[1]" \
    cp.required_ns 1.68 \
    cp-startpoint "num[2]" \
    dieArea_sq_um 6400 \
    p_per_area_nw_per_um2 166 \
    cp.arrival_ns 1.59 \
    final_area_sq_um 707 \
    power.leakage_nw 0.350 \
    start_kind "input port" \
    placed_area_sq_um 636 \
    yosysUniqueCellTypes 26 \
    crit_path_end_kind "output pin" \
    crit_fanout 5 \
    whs_ns 1.33 \
    worst_path_max_delay_cell "clkdlybuf4s50_1" \
    grt_pass1_wl_microns 1890 \
    portBuffers 22 \
    worstPathCellList "clkdlybuf4s15_2 > buf_6 > nor2b_1 > nand3b_1 > nand3_1 > clkdlybuf4s50_1" \
    cpPeakStageDelay_ns 0.47 \
    dpl_worst_slack_ns -0.420 \
    drtPass1Iterations 4 \
    grtUsageTotal_pct 3.39 \
    antenna_found_initial 0 \
    num_antenna_cells 0 \
    gp_congestion 0.803 \
    grtUsageMet2_pct 4.90 \
    synthCells 46 \
    placementRows 21 \
    period_used_pct 95.9 \
    hold_viol 0 \
    ios 23 \
    warnings 33 \
    setup_viol 0 \
    drive_above_1_share_pct 36.1 \
    mostFrequentLayoutCells "buf_4 (17), clkdlybuf4s50_1 (9), nand2_1 (7)" \
    fp.coreArea_sq_um 3420 \
    path_class "input port to output pin" \
    ys_seq_share_pct 0 \
    met3_usage_pct 1.59 \
    n_clock_buffer 0 \
    die_w_microns 80 \
    ys_area_sq_um 295 \
    grt_pass1_vias 432 \
    max_freq_mhz 497 \
    path_buffers 3 \
    min_period_ns 2.01 \
    min_path_type "input port to output pin" \
    vias 448 \
    ff_count 0 \
    post_drt_wl_per_cell_microns 9.20 \
    grt_busiest_layer "met2" \
    post-route-util_pct 20.7 \
    post-dp-hpwl_microns 859 \
    postRouteAntennaNets 0 \
    synth.yosys.num_cells 46 \
    synth_area_per_cell_sq_um 6.42 \
    grt_overflow 0 \
    worst_slack_ns 0.0869 \
]
repair_timing:
action / in CTS / in global routing
pin swaps: 1 / 5
setup endpoints to repair: 14 / 4
buffers inserted: 3 / 1
cloned: 2 / 0
resized: 16 / 14
hold buffers: 0 / 0
layout make-up:
type / count / area [sq um]
multi-input cells: 40 / 265
inverters: 1 / 3.75
fillers: 391 / 2710
well taps: 46 / 57.6
repair buffers: 42 / 380
metal layers:
metal / part of all wire (%) / wire (microns)
met2: 37 / 438
met4: 0 / 0
met3: 14 / 162
met1: 49 / 586
met5: 0 / 0
power by group:
| part | internal, mW | switching [mW] |
|---|---|---|
| clock | 0 | 0 |
| sequential | 0 | 0 |
| combinational | 0.0749 | 0.0426 |
| total | 0.0749 | 0.0426 |
path summary, 6_finish.rpt:
path                  cells past startpoint  slack [ns]  to
worst max-delay path                      6        0.09   G
worst min-delay path                      4        1.33   D
cells by family (layout without fill, tap and decap cells):
| family | Yosys count | after routing | share of synthesized area [%] |
|---|---|---|---|
| AOI/OAI and AO/OA | 10 | 10 | 22.0 |
| other | 1 | 1 | 1.27 |
| xor gates and xnor gates | 1 | 1 | 2.97 |
| buffers and inverters | 6 | 43 | 15.7 |
| and+or+nand+nor | 28 | 28 | 58.1 |
cell usage after synthesis (all sizes together):
master / count / area share (%)
a211oi: 1 / 2.5
or3: 2 / 5.9
inv: 1 / 1.3
a21oi: 1 / 1.7
nand4: 1 / 2.1
nor2: 3 / 3.8
buf: 5 / 14
o21a: 1 / 2.5
o21ai: 2 / 3.4
nor3b: 1 / 4.2
xnor2: 1 / 3.0
nand2b: 1 / 2.1
and3b: 1 / 3.4
conb: 1 / 1.3
nor2b: 1 / 2.1
or3b: 2 / 5.9
nand2: 7 / 8.9
nand3b: 4 / 10
a21o: 1 / 2.5
and2b: 1 / 2.5
a31oi: 3 / 6.4
a22o: 1 / 3.0
nand3: 4 / 6.8
stage by stage:
| stage | cells | setup TNS (ns) |
|---|---|---|
| detailed placement | 123 | -2.84 |
| global route | 129 | -0.00400 |
| floorplan | 46 | 0 |
| finish | 129 | 0 |
| CTS | 128 | -0.117 |
| global placement | 123 | -2.67 |
No activity file was given, so power comes from the tool's default toggle rates.
